===== flow/config.mk =====
export PLATFORM = sky130hd
export DESIGN_NAME = m_ram
export DESIGN_NICKNAME = m_ram
export VERILOG_FILES = /design/flow/design.v
export SDC_FILE = /design/flow/constraint.sdc
export NUM_CORES = 4
export LEC_CHECK = 1
export CORE_UTILIZATION = 50

===== flow/constraint.sdc =====
current_design m_ram

set clk_period 8.5
set clk_io_pct 0.2

create_clock -name clk0 -period $clk_period [get_ports {we}]

set non_clock_inputs [all_inputs -no_clocks]
set_input_delay [expr $clk_period * $clk_io_pct] -clock clk0 $non_clock_inputs
set_output_delay [expr $clk_period * $clk_io_pct] -clock clk0 [all_outputs]

===== flow/design.v =====
module m_ram(input [5:0] adr,input [3:0] wdata,input we,output [3:0] rdata);
	reg [3:0] mem[0:63];	 
	assign rdata=mem[adr];
	always @(posedge we) begin
		mem[adr]=wdata;
	end
endmodule
module m_chattering(input clk,input sw_in,output sw_out);
	reg [15:0] cnt;	 
	reg swreg;			 
	wire iclk;			 
	assign sw_out=swreg;
	always @(posedge clk) begin
		cnt=cnt+1;
	end
	assign iclk=cnt[15];	 
	always @(posedge iclk) begin
		swreg=sw_in;
	end
endmodule
module m_seven_segment(input [3:0] idat,output [7:0] odat);
	parameter dot=1'b1;
    function [7:0] LedDec;
      input [3:0] num;
      begin
         case (num)
           4'h0:        LedDec = 8'b11000000;   
           4'h1:        LedDec = 8'b11111001;   
           4'h2:        LedDec = 8'b10100100;   
           4'h3:        LedDec = 8'b10110000;   
           4'h4:        LedDec = 8'b10011001;   
           4'h5:        LedDec = 8'b10010010;   
           4'h6:        LedDec = 8'b10000010;   
           4'h7:        LedDec = 8'b11111000;   
           4'h8:        LedDec = 8'b10000000;   
           4'h9:        LedDec = 8'b10011000;   
           4'ha:        LedDec = 8'b10001000;   
           4'hb:        LedDec = 8'b10000011;   
           4'hc:        LedDec = 8'b10100111;   
           4'hd:        LedDec = 8'b10100001;   
           4'he:        LedDec = 8'b10000110;   
           4'hf:        LedDec = 8'b10001110;   
           default:     LedDec = 8'b11111111;   
         endcase
      end 
    endfunction
	wire [7:0] tdat;
	assign tdat=LedDec(idat);
	assign odat={dot,tdat[6:0]};
endmodule

===== flow/run.sh =====
#!/bin/bash
# OpenROAD 26Q1-2900-gdf79404cd8, Yosys 0.63+post, stock flow scripts
make -C /OpenROAD-flow-scripts/flow DESIGN_CONFIG=/design/flow/config.mk WORK_HOME=/design/flow/orfs finish

==> impl_results.html <==
<h3>Flow metrics</h3>
<table>
<tr><th>Metric</th><th>Value</th></tr>
<tr><th colspan="2">Outcome</th></tr>
<tr><td>Status</td><td>complete, no violations</td></tr>
<tr><th colspan="2">CTS</th></tr>
<tr><td>TritonCTS Buffers</td><td>27</td></tr>
<tr><td>Clock sink count</td><td>256</td></tr>
<tr><td>TritonCTS clock tree</td><td>yes</td></tr>
<tr><td>Clock-pin slew reported for the worst setup and hold paths after clock tree synthesis</td><td>0.05 ns</td></tr>
<tr><td>Htree depth</td><td>1</td></tr>
<tr><td>Root buffer cell</td><td>clkbuf_16</td></tr>
<tr><td>Cell resize tally after clock tree synthesis</td><td>0</td></tr>
<tr><td>CTS Hold Bufs</td><td>0</td></tr>
<tr><td>Count of buffers added by post-CTS timing repair for setup</td><td>0</td></tr>
<tr><td>Number of buffers between clock root and the deepest sink</td><td>3</td></tr>
<tr><th colspan="2">Flow run</th></tr>
<tr><td>Max-cap violation count</td><td>0</td></tr>
<tr><td>Tool warning count</td><td>25</td></tr>
<tr><th colspan="2">Final layout</th></tr>
<tr><td>Max FFs per register</td><td>256</td></tr>
<tr><td>Share of post-route cells with drive strength above 1</td><td>14.1%</td></tr>
<tr><td>Relative area change from synthesis to final layout</td><td>11.3%</td></tr>
<tr><th colspan="2">STA</th></tr>
<tr><td>Max-slew violations</td><td>0</td></tr>
<tr><td>Minimum clock period after layout</td><td>6.52 ns</td></tr>
<tr><td>RSZ-0062 raised after global routing</td><td>no</td></tr>
<tr><td>Slew headroom</td><td>30.9%</td></tr>
<tr><td>Setup Viol. Count Final</td><td>0</td></tr>
<tr><td>Sum Neg Setup Slack</td><td>0 ns</td></tr>
<tr><td>Transition at the pin with the smallest max-transition slack</td><td>1.04 ns</td></tr>
<tr><td>Worst hold slack across all endpoints</td><td>1.85 ns</td></tr>
<tr><td>Hold violation count in the final report</td><td>0</td></tr>
<tr><td>Maximum operating frequency</td><td>153 MHz</td></tr>
<tr><td>Tcrit/Tclk final</td><td>76.8%</td></tr>
<tr><th colspan="2">Floorplanning</th></tr>
<tr><td>Floorplan die area</td><td>21300 um^2</td></tr>
<tr><td>Core Rows</td><td>52</td></tr>
<tr><td>Initial core utilization</td><td>51.1%</td></tr>
<tr><td>CORE AREA</td><td>20300 um^2</td></tr>
<tr><td>Die H</td><td>146 um</td></tr>
<tr><td>I/O Pins</td><td>15</td></tr>
<tr><td>Chip width</td><td>146 um</td></tr>
<tr><th colspan="2">Placement</th></tr>
<tr><td>Last weighted congestion value of the routability-driven placer</td><td>0.927</td></tr>
<tr><td>Post-detailed-placement half-perimeter wirelength</td><td>15000 um</td></tr>
<tr><td>Number of port buffers</td><td>14</td></tr>
<tr><th colspan="2">Power and ir drop</th></tr>
<tr><td>Static leakage power</td><td>3.62 nW</td></tr>
<tr><td>Worst vdd rail ir drop</td><td>0.118 mV</td></tr>
<tr><td>Cell area power density</td><td>236 nW/um^2</td></tr>
<tr><th colspan="2">Logic synthesis</th></tr>
<tr><td>Dominant register cell</td><td>edfxtp_1</td></tr>
<tr><td>Sequential fraction of the synthesis area</td><td>74.1%</td></tr>
<tr><td>Post-synth design cell area</td><td>10400 um^2</td></tr>
<tr><td>Number of warning messages in the yosys log</td><td>1</td></tr>
<tr><td>Proportion of synthesized flip-flops having asynchronous set or reset</td><td>0%</td></tr>
<tr><td>Mean instance size in the synthesized netlist</td><td>16.6 um^2</td></tr>
<tr><td>Distinct cells, synth</td><td>49</td></tr>
<tr><td>Post-synth tally of flip-flops with integrated enable</td><td>256</td></tr>
<tr><td>Synthesized instance count</td><td>626</td></tr>
<tr><td>Yosys Chip Area</td><td>10400 um^2</td></tr>
<tr><td># Cells Yosys</td><td>626</td></tr>
<tr><td>Synth Register Bits</td><td>256</td></tr>
<tr><th colspan="2">Setup path</th></tr>
<tr><td>Sort of element at the start of the critical path</td><td>primary input</td></tr>
<tr><td>Capturing element type of the critical path</td><td>primary output</td></tr>
<tr><td>CP max FO</td><td>23</td></tr>
<tr><td>CP required</td><td>6.80 ns</td></tr>
<tr><td>Arr. time, crit path</td><td>4.82 ns</td></tr>
<tr><td>Worst setup path category</td><td>primary input to primary output</td></tr>
<tr><th colspan="2">Routing</th></tr>
<tr><td>Via count</td><td>5955</td></tr>
<tr><td>Iteration-0 DRC count of the detailed router</td><td>527</td></tr>
<tr><td>Number of iterations in the first detailed-routing pass</td><td>4</td></tr>
<tr><td>Count of inserted antenna diode cells</td><td>0</td></tr>
<tr><td>Post-route ant nets</td><td>0</td></tr>
<tr><td>Detail-routed via count per cell</td><td>6.41</td></tr>
<tr><td>DRC violations left</td><td>0</td></tr>
<tr><td>DR WL/cell</td><td>27.0 um</td></tr>
<tr><td>Routed WL</td><td>25100 um</td></tr>
<tr><th colspan="2">Min path</th></tr>
<tr><td>Type of the most critical hold path</td><td>primary input to register</td></tr>
<tr><th colspan="2">Global route</th></tr>
<tr><td>Maximum number of pins on one net before global-route repair</td><td>65</td></tr>
<tr><td>Aggregate global-route resource usage</td><td>27.5%</td></tr>
<tr><td>Wire length of the first global-routing pass</td><td>38800 um</td></tr>
<tr><td>Grt ovf</td><td>0</td></tr>
<tr><td>Via count of the first global-routing pass</td><td>6415</td></tr>
<tr><td>Antenna violations before repair</td><td>0</td></tr>
</table>
layout by cell type, fill, tap and decap left out, types with 9 or more instances in the layout:
master     Yosys  routed
nor2_1        69      69
edfxtp_1     256     256
nor3_1        12      12
nand2_1       25      25
a221oi_1      31      31
mux2_1        11      11
a22oi_1       24      24
clkbuf_16      0      27
mux4_2        20      20
nand2b_1      12      12
clkinv_2       0       9
buf_4          4      16
mux2i_1       13      13
path summary, 6_finish.rpt:
check,from,to,slack (ns),cells past startpoint
setup / recovery,adr[1],rdata[2],1.98,8
hold / removal,wdata[2],mem[52][2]$_DFFE_PP_,1.85,2
kinds of logic after synthesis:
logic type,synth area share (%)
compound gates,8.48
flops,74.1
mux,7.44
buf+inv,2.64
simple gates,7.30
synthesized netlist by cell type, types with 4 or more instances:
library cell    n  area (um^2)
edfxtp_1      256         7690
nor2_1         69          259
a221oi_1       31          272
nand2_1        25         93.8
a22oi_1        24          180
mux4_2         20          450
buf_2          18         90.1
clkbuf_1       14         52.6
mux2i_1        13          130
nand2b_1       12         75.1
nor3_1         12         60.1
mux2_1         11          124
a21oi_1         8         40.0
buf_6           8         90.1
o21ai_0         8         40.0
nor2b_1         7         43.8
o221ai_1        7         61.3
o22ai_1         7         43.8
a211oi_1        6         45.0
mux2_2          6         67.6
nand3_1         6         30.0
a32oi_1         5         43.8
and3b_1         4         35.0
buf_4           4         30.0
metal layers:
| layer | track usage, % | vias to the layer above | wire length (um) |
|---|---|---|---|
| met5 | 0 | - | 0 |
| met4 | 4.84 | 0 | 558 |
| li1 | - | 2562 | - |
| met3 | 14.7 | 44 | 3200 |
| met2 | 39.2 | 347 | 11700 |
| met1 | 43.4 | 3002 | 9620 |
cell type report:
cell class | instances | area (um^2)
clock inverters | 19 | 193
flip-flops and latches | 256 | 7690
fillers | 1540 | 8760
repair buffers | 29 | 220
multi-input cells | 323 | 2410
inverters | 2 | 7.51
clock buffers | 30 | 687
well taps | 270 | 338
critical path: stages:
cell             delay [ns]
buf_2                  0.43
buf_4                  0.41
and2_1                 0.87
a221oi_1               0.28
o21a_1                 0.26
o221ai_1               0.20
nand4b_1               0.18
clkdlybuf4s50_1        0.47
through the flow:
stage                     std cells  area (um^2)  total power [mW]  utilization, %  worst slack [ns]
after floorplan                 626        10400              1.52               -              3.88
final                           929        11500              2.73            56.9              1.98
after global placement          880        10700              1.59            52.5              1.96
after detailed placement        880        10700              1.59            52.5              1.97
after CTS                       929        11500              2.74            56.9              1.97
after global routing            929        11500              2.81            56.9              1.75
power by group:
| part | switching [mW] | internal [mW] | leakage (nW) |
|---|---|---|---|
| logic | 0.105 | 0.0495 | 0.871 |
| clock network | 0.462 | 0.700 | 0.440 |
| registers | 0.00372 | 1.40 | 2.31 |
Power is estimated from default activity; no workload was simulated.
