<file path="./design.v">
module m_matrix_key(
	input             clk, rst,	 
	input      [3:0]  row, 			 
	output reg [3:0]  col,			 
	output reg [15:0] key,			 
	output            tc				 
	) ;
	reg [2:0]  index ;	
	reg [15:0] tmp ;
	always @(posedge rst or posedge clk) begin
		if(rst == 1'b1)begin
			tmp   <= 16'hFFFF ;
			key   <= 16'h0000 ;
			index <= 3'd0 ;
		end
		else begin
			if (index[0] == 1'b0) begin
				case (index[2:1]) 
					2'd0: begin
								col <= 4'b1110 ;
								key <= ~tmp ;
								tmp <= 16'hFFFF ;
							end
					2'd1: col <= 4'b1101 ;
					2'd2: col <= 4'b1011 ;
					2'd3: col <= 4'b0111 ;
				endcase
			end
			else begin
				tmp[{2'd0, index[2:1]}] <= row[0] ;
				tmp[{2'd1, index[2:1]}] <= row[1] ;
				tmp[{2'd2, index[2:1]}] <= row[2] ;
				tmp[{2'd3, index[2:1]}] <= row[3] ;
			end
			index <= index + 3'd1 ;		
		end
	end
	assign tc = (index == 3'd0) ? 1'b1 : 1'b0 ;
endmodule
module m_dec16to4 (
		input [15:0] key,		 
		output [3:0] out,		 
		output       pushed		 
) ;
		function [4:0] f ;
				input [15:0] in ;
				case(in)
				16'h0001: f = { 1'b1, 4'h1 } ;		 
				16'h0002: f = { 1'b1, 4'h2 } ;		 
				16'h0004: f = { 1'b1, 4'h3 } ;		 
				16'h0008: f = { 1'b1, 4'ha } ;		 
				16'h0010: f = { 1'b1, 4'h4 } ;		 
				16'h0020: f = { 1'b1, 4'h5 } ;		 
				16'h0040: f = { 1'b1, 4'h6 } ;		 
				16'h0080: f = { 1'b1, 4'hb } ;		 
				16'h0100: f = { 1'b1, 4'h7 } ;		 
				16'h0200: f = { 1'b1, 4'h8 } ;		 
				16'h0400: f = { 1'b1, 4'h9 } ;		 
				16'h0800: f = { 1'b1, 4'hc } ;		 
				16'h1000: f = { 1'b1, 4'hf } ;		 
				16'h2000: f = { 1'b1, 4'h0 } ;		 
				16'h4000: f = { 1'b1, 4'he } ;		 
				16'h8000: f = { 1'b1, 4'hd } ;		 
				default:  f = { 1'b0, 4'h0 } ;		 
				endcase
		endfunction
		assign { pushed, out } = f(key) ;
endmodule
</file>
<file path="./run.sh">
#!/bin/bash
# OpenROAD 26Q1-2900-gdf79404cd8, Yosys 0.63+post, stock flow scripts
make -C /OpenROAD-flow-scripts/flow DESIGN_CONFIG=/design/flow/config.mk WORK_HOME=/design/flow/orfs finish
</file>
<file path="./config.mk">
export PLATFORM = sky130hd
export DESIGN_NAME = m_matrix_key
export DESIGN_NICKNAME = m_matrix_key
export VERILOG_FILES = /design/flow/design.v
export SDC_FILE = /design/flow/constraint.sdc
export NUM_CORES = 4
export LEC_CHECK = 1
export CORE_AREA = 10 10 108 108
export DIE_AREA = 0 0 118 118
</file>
<file path="./constraint.sdc">
current_design m_matrix_key

set clk_period 3.4
set clk_io_pct 0.2

create_clock -name clk0 -period $clk_period [get_ports {clk}]

set non_clock_inputs [all_inputs -no_clocks]
set_input_delay [expr $clk_period * $clk_io_pct] -clock clk0 $non_clock_inputs
set_output_delay [expr $clk_period * $clk_io_pct] -clock clk0 [all_outputs]
</file>
==> run summary <==
impl run done, here's what came out: required arrival time at the worst endpoint=2720 ps, wire length of the first global-routing pass=6.630 mm, Die Width=around 120 um, cell at the root of the clock tree=clkbuf_8, clk latency late pin=290 ps, routed len/inst=12.05 um, kind of path behind the tightest hold check=flop to flop, shortest clock period the worst path allows after layout=2832 ps, stage-log warning count=33, cells after synthesis=between 150 and 200, max-capacitance violation count=0, detailed-route wire length=3.990 mm, leakage power summed over all cells=0.8508 nW, count of pins over their slew limit=0, I/O pin cnt=27, Mapped Avg Cell Area=just over 10 um^2, via count of the first global-routing pass=1226, Post-CTS Repair Setup Buffers=0, Antenna diodes=0, clock-pin slew on the worst setup and hold paths=70 ps, actual slew at the worst max-slew pin=828.0 ps, cell depth of the worst hold path=2, pin count of the biggest net entering global routing=36, floorplan core density=19.47%, setup repair after global routing missed its margin=no, number of placement rows=35, Worst Min Path Start=key[7]$_DFFE_PP0P_, number of failing setup endpoints in the final timing report=0, final hold violation count=0, Port Buf Inserts=26, maximum clock frequency=0.3531 GHz, drt initial violations=99, Final Hold Slack=477.2 ps, Setup crit start kind=flop, PostCTS Resize Cnt=0, CTS buffer count=5, yosys cell count=around 180, total via count after detailed routing=1302, end point of the worst hold path=key[7]$_DFFE_PP0P_, die area=13920 um^2, routing usage on met2=9.301%, fraction of layout cells with a size suffix above 1=14.36%, Netlist Area Pre-Place=1808 um^2, Synth flops=39, height of the chip=118 um, TritonCTS clock tree=built, Synth warnings=1, Post-Route Skew=9.025 ps, Setup Crit Path Kind=flop to output port, Setup Total Neg Slack=0 ps, number of buffers inserted for hold repair after clock tree synthesis=0, M1 GR Usage=7.777%, Num Clock Sinks=39, final design instance area without fill=around 2300 um^2, antenna violations before repair=0, endpoint type of the worst setup path=output port, layout-stage area growth over the synthesis result=26.30%, post-layout period usage of the worst path=about 83%, DRT antenna net count=0, Cell variety after synth=32, routed via count divided by cell count=3.934, final estimated routing congestion in global placement=just over 0.9, IR drop worst, VDD=0.1288 mV, worst reg2reg path depth=5, R2R Setup Slk=950 ps, endpoint of the most critical register-to-register path=tmp[9]$_DFFE_PP1P_, maximum clock path buffer count=2, met3 usage=1.021%, register area share after synthesis=a little under three fifths, R2R Path Start=index[1]$_DFF_PP0_, GR Overflow Total=0, run status=completed, largest fanout on the critical path=18, DRC errors left=0, power density over the cells=between 300 and 400 nW/um^2, detailed placement HPWL=2.957 mm, core area=9284 um^2, Total GRT Usage=5.683%, Arrival @ worst endpoint=2150 ps, Max-slew headroom=44.80%, GRT busiest layer=met2, drt first pass iters=4, deepest level of the CTS H-tree=2, placed inst area=2196 um^2, area of the synthesized netlist per yosys stat=1808 um^2
area by class of cell:
class | instances | area, um^2
Multi-Input combinational cell | 119 | 713.2
Sequential cell | 39 | 1016
Fill cell | 1020 | 7000
Timing Repair Buffer | 27 | 267.8
Inverter | 10 | 37.54
Tap cell | 129 | 161.4
Clock buffer | 6 | 82.58
Clock inverter | 1 | 5.005
cell usage after synthesis, drive strengths merged:
cell type  instances  area [um^2]
o221ai             3        26.28
and3b              1        8.760
a31oi              1        6.260
nor2               9        33.78
nand2b             2        15.02
nor3               3        15.01
nand2             23        86.33
o32a               1        10.01
a22oi              2        15.01
a21o               1        7.510
mux2i              1        10.01
clkbuf             4        15.01
nor2b              4        25.02
a21oi             10        50.05
buf                4        26.27
and2               1        6.260
or2b               1        7.510
edfxtp             4        120.1
or3b               2        17.52
o22ai              5        31.28
dfrtp             19        475.5
mux2               2        22.52
inv               10        37.54
dfstp             16        420.4
ha                10        125.1
o31ai              2        15.01
o21ai             30        150.2
nand3              4        20.02
xor2               1        8.760
sequential cells by signal, indices dropped and copies added, names as in the netlist:
| name | count |
|---|---|
| key | 16 |
| tmp | 16 |
| col | 4 |
| index | 3 |
logic make-up after synthesis:
kind of cell,Yosys count,share of synthesized area [%]
compound gates,55,17.23
xor+xnor,1,0.4845
fa+ha+maj,10,6.920
buf+inv,18,4.360
flops,39,56.19
mux,3,1.799
simple gates,50,13.01
routing by layer:
metal / share of wire [%] / vias to the layer above / wire, um
met4: 2.2 / 0 / 89
met2: 48 / 36 / 1922
met5: 0 / - / 0
met1: 46 / 594 / 1833
li1: - / 666 / -
met3: 3.6 / 6 / 145
layout by cell type (no fill, tap or decap), drive strengths merged, types with 2 or more instances in the layout:
master / synthesis / final
dfstp: 16 / 16
o21ai: 30 / 30
nor2b: 4 / 4
clkdlybuf4s50: 0 / 26
edfxtp: 4 / 4
mux2: 2 / 2
a22oi: 2 / 2
nand2: 23 / 23
or3b: 2 / 2
ha: 10 / 10
o22ai: 5 / 5
nor3: 3 / 3
nand2b: 2 / 2
nand3: 4 / 4
a21oi: 10 / 10
dfrtp: 19 / 19
inv: 10 / 10
o221ai: 3 / 3
o31ai: 2 / 2
clkbuf: 4 / 6
nor2: 9 / 9
worst max-delay path, stage by stage (launching register included):
cell             delay [ps]
dfrtp_1                 660
inv_1                   350
ha_1                    300
nor2b_1                 130
clkdlybuf4s50_1         420
how the worst max path moves through the flow:
stage                         startpoint  endpoint  slack (ps)  cells past startpoint
after CTS             index[0]$_DFF_PP0_        tc         550                      4
after global routing  index[0]$_DFF_PP0_        tc         380                      4
final                 index[0]$_DFF_PP0_        tc         570                      4
stage by stage:
step                setup slack (ps)  std cells  util [%]  power [mW]
CTS                            553.2        331     24.60      0.8708
global route                   381.4        331     24.60      0.8958
detailed placement             889.6        324     23.65      0.5606
finish                         568.0        331     24.60      0.8558
global placement               888.2        324     23.65      0.5598
floorplan                       1643        176         -      0.5238
power breakdown:
group	internal, mW	total (mW)	leakage [nW]	switching (mW)
combinational	0.0263	0.0437	0.372	0.0174
sequential	0.495	0.506	0.431	0.0103
clock	0.159	0.306	0.0470	0.148
total	0.680	0.856	0.851	0.175
Power and IR drop assume default switching activity.
